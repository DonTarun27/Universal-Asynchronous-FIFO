==> design.v <==
`timescale 1ns / 1ps
module rptr_handler
    #(parameter PTR_WIDTH=3)
    (input rclk, rrst_n, r_en,
     input [PTR_WIDTH-1:0] g_wptr_sync,
     output reg [PTR_WIDTH-1:0] b_rptr, g_rptr,
     output reg empty);
    wire [PTR_WIDTH-1:0] b_rptr_next = b_rptr + (r_en & !empty);
    wire [PTR_WIDTH-1:0] g_rptr_next = (b_rptr_next >>1)^b_rptr_next;
    wire rempty = (g_wptr_sync == g_rptr_next);
    always@(posedge rclk or negedge rrst_n)
    begin
        if(!rrst_n) {b_rptr, g_rptr} <= 0;  
        else {b_rptr, g_rptr} <= {b_rptr_next, g_rptr_next};  
    end
    always@(posedge rclk or negedge rrst_n)
    begin
        if(!rrst_n) empty <= 1;
        else        empty <= rempty;
    end
endmodule
`timescale 1ns / 1ps
module synchronizer
    #(parameter WIDTH = 3)
    (input clk, rst_n, [WIDTH-1:0] d_in,
     output reg [WIDTH-1:0] d_out);
    reg [WIDTH-1:0] q1;
    always@(posedge clk)
    begin
        if(!rst_n) {q1, d_out} = 0;
        else {q1, d_out} = {d_in, q1};
    end
endmodule
`timescale 1ns / 1ps
module univ_async_fifo
    #(parameter FIFO_DEPTH = 8, DATA_WIDTH = 32)
    (input wclk, wrst_n, w_en,
     input rclk, rrst_n, r_en,
     input [DATA_WIDTH-1:0] data_in,
     output reg [DATA_WIDTH-1:0] data_out,
     output full, empty);
    localparam PTR_WIDTH = $clog2(FIFO_DEPTH) + 1;  
    reg [DATA_WIDTH-1:0] fifo [0:FIFO_DEPTH-1];
    wire [PTR_WIDTH-1:0] g_wptr_sync, g_rptr_sync;
    wire [PTR_WIDTH-1:0] b_wptr, b_rptr;
    wire [PTR_WIDTH-1:0] g_wptr, g_rptr;
    synchronizer #(PTR_WIDTH) sync_wptr (.clk(rclk), .rst_n(rrst_n), .d_in(g_wptr), .d_out(g_wptr_sync));
    synchronizer #(PTR_WIDTH) sync_rptr (.clk(wclk), .rst_n(wrst_n), .d_in(g_rptr), .d_out(g_rptr_sync));
    wptr_handler #(PTR_WIDTH) wptr_h(wclk, wrst_n, w_en, g_rptr_sync, b_wptr, g_wptr, full);
    rptr_handler #(PTR_WIDTH) rptr_h(rclk, rrst_n, r_en, g_wptr_sync, b_rptr, g_rptr, empty);
    always@(posedge wclk)
    begin
        if(w_en && !full)
            fifo[b_wptr[PTR_WIDTH-2:0]] <= data_in;
	end
    always @(posedge rclk or negedge rrst_n)
    begin
        if(!rrst_n)
            data_out <= 0;
        else if(r_en && !empty)
            data_out <= fifo[b_rptr[PTR_WIDTH-2:0]];
    end
endmodule
`timescale 1ns / 1ps
module wptr_handler
    #(parameter PTR_WIDTH = 3)
    (input wclk, wrst_n, w_en,
     input [PTR_WIDTH-1:0] g_rptr_sync,
     output reg [PTR_WIDTH-1:0] b_wptr, g_wptr,
     output reg full);
    wire [PTR_WIDTH-1:0] b_wptr_next = b_wptr + (w_en & !full);
    wire [PTR_WIDTH-1:0] g_wptr_next = (b_wptr_next>>1) ^ b_wptr_next;
    wire wfull = (g_wptr_next == {~g_rptr_sync[PTR_WIDTH-1:PTR_WIDTH-2], g_rptr_sync[PTR_WIDTH-3:0]});
    always@(posedge wclk or negedge wrst_n)
    begin
        if(!wrst_n) {b_wptr, g_wptr} <= 0;  
        else {b_wptr, g_wptr} <= {b_wptr_next, g_wptr_next};  
    end
    always@(posedge wclk or negedge wrst_n)
    begin
        if(!wrst_n) full <= 0;
        else        full <= wfull;
    end
endmodule
==> run.sh <==
#!/bin/bash
# OpenROAD 26Q1-2900-gdf79404cd8, Yosys 0.63+post, stock flow scripts
make -C /OpenROAD-flow-scripts/flow DESIGN_CONFIG=/design/flow/config.mk WORK_HOME=/design/flow/orfs finish
==> config.mk <==
export PLATFORM = sky130hd
export DESIGN_NAME = univ_async_fifo
export DESIGN_NICKNAME = univ_async_fifo
export VERILOG_FILES = /design/flow/design.v
export SDC_FILE = /design/flow/constraint.sdc
export NUM_CORES = 4
export LEC_CHECK = 1
export CORE_UTILIZATION = 40
export SYNTH_HDL_FRONTEND = slang
==> constraint.sdc <==
current_design univ_async_fifo

set clk_period 7.6
set clk_io_pct 0.2

create_clock -name clk0 -period $clk_period [get_ports {rclk}]
create_clock -name clk1 -period $clk_period [get_ports {wclk}]

set non_clock_inputs [all_inputs -no_clocks]
set_input_delay [expr $clk_period * $clk_io_pct] -clock clk0 $non_clock_inputs
set_output_delay [expr $clk_period * $clk_io_pct] -clock clk0 [all_outputs]
==> impl_metrics.json <==
{
  "status": "completed",
  "setup_violations": 0,
  "rsz0062_at_grt": "no",
  "max-cap-violations": 0,
  "area_delta_synth_final_pct": 18.34,
  "first_global_vias": 6386,
  "crit_end": "rptr_h.empty$_DFF_PN1_",
  "post_cts_resized": 0,
  "dr_total_vias": 5592,
  "drc": 0,
  "cts_sinks": 320,
  "end_kind": "register",
  "wirelength_um": 21860,
  "cpMostUsedCell": "xnor2_1",
  "p_leak_nw": 4.831,
  "yosysTopAreaCellShare_pct": 63.80,
  "die-area_um2": 30820,
  "ys_area_um2": 12050,
  "met1_length_um": 7962,
  "yosysCellCount": 589,
  "dr_wl_met3_um": 2560,
  "clk_pin_slew_worst_paths_ps": 70,
  "synth-seq-cells": 320,
  "synth_cell_types": 37,
  "final_antenna_net_count": 0,
  "antenna_found_initial": 0,
  "tritoncts": "built",
  "yosys_warnings": 0,
  "grt_max_degree": 66,
  "die_y_um": 175.6,
  "slowest_delay_ps": 550,
  "worst_setup_path_start_kind": "primary input",
  "port_buffers": 70,
  "synthCells": 589,
  "ir_worst_vdd_mv": 0.1861,
  "yosysMostFrequentCell": "edfxtp_1",
  "synthesis.area_um2": 12050,
  "tightest_slew_ps": 783.9,
  "place_congestion": 0.7702,
  "dr.pass1.iters": 4,
  "ios": 72,
  "finalHoldViolCount": 0,
  "synth_seq_share_pct": 76.44,
  "tns_ps": 0,
  "cts_setup_buffers": 0,
  "timing.hold.ws_ps": 249.5,
  "crit_start": "r_en",
  "drtIter0Drc": 329,
  "avgSynthCellArea_um2": 20.46,
  "overflow": 0,
  "crit_fanout": 65,
  "top_layer_used": "met4",
  "dp_hpwl_um": 11790,
  "holdBufCountCts": 0,
  "wl_per_cell_um": 20.05,
  "pwr_density_cell_nw_per_um2": 380.3,
  "rr_endpoint": "data_out[31]$_DFFE_PN0N_",
  "synthFlopType": "edfxtp_1",
  "drive_gt1_share_pct": 19.71,
  "worst_r2r_path_depth": 4,
  "coreArea_um2": 29640,
  "fp.dieW_um": 175.6,
  "area_leaders": "edfxtp_1 (64%), mux4_2 (12%), dfrtp_1 (9.8%)",
  "worst-endpoint-required_ps": 7800,
  "rows": 63,
  "async_flop_share_pct": 15.00,
  "grt_pass1_wl_um": 34780,
  "maxSlewHeadroom_pct": 47.74,
  "antenna_cells": 0,
  "rr_startpoint": "rptr_h.b_rptr[0]$_DFF_PN0_",
  "largest_area_cell": "edfxtp_1",
  "crit_path_top_delay_cell": "buf_4",
  "viasPerCell": 5.130,
  "worst-setup-path-type": "in2reg",
  "post-route-util_pct": 48.11,
  "crit_path_cell_trace": "clkdlybuf4s50_1, nand2b_2, buf_4, inv_1, ha_1, xnor2_1, xnor2_1, xor2_1, a2111oi_2",
  "ff2ff_setup_slack_ps": 4940,
  "log.warning_count": 27,
  "met2_length_um": 10850,
  "grt_use_total_pct": 16.46,
  "skew_ps": 12.40,
  "yosys-top-cells-count": "edfxtp_1 (256), mux4_2 (63), dfrtp_1 (47), nand2_1 (38)",
  "worstPathArrival_ps": 3810,
  "edf_count": 256,
  "hp-class": "reg2reg",
  "fp_util_pct": 40.65,
  "finalMaxSlewViolations": 0
}
-- worst min-delay path by stage --
stage | from | end | slack (ps) | cells past startpoint
4_1_cts | rptr_h.g_rptr[2]$_DFF_PN0_ | sync_rptr.q1[2]$_SDFF_PN0_ | 250 | 1
5_1_grt | rptr_h.g_rptr[2]$_DFF_PN0_ | sync_rptr.q1[2]$_SDFF_PN0_ | 270 | 1
6_report | rptr_h.g_rptr[2]$_DFF_PN0_ | sync_rptr.q1[2]$_SDFF_PN0_ | 250 | 1
-- stage by stage --
stage | instances | power, mW | instance area (um^2) | setup WS, ps
finish | 1090 | 5.423 | 14260 | 3993
global route | 1090 | 5.736 | 14260 | 3711
CTS | 1090 | 5.525 | 14260 | 3952
detailed placement | 1034 | 3.915 | 13180 | 3633
global placement | 1034 | 3.864 | 13180 | 3757
floorplan | 589 | 3.451 | 12050 | 3101
-- registers in the layout (all words and copies together), names as in the netlist, 4 cells and up --
register,cells
sync_rptr.q1,4
sync_wptr.q1,4
sync_rptr.d_out,4
fifo,256
sync_wptr.d_out,4
wptr_h.b_wptr,4
data_out,32
rptr_h.b_rptr,4
-- routing by layer --
layer / vias up / global-route usage, %
met5: - / 0
met4: 0 / 3.043
met3: 39 / 10.46
met2: 269 / 24.77
met1: 2782 / 21.57
li1: 2502 / -
-- cell type report --
cell class | count | area (um^2)
Timing Repair Buffer | 83 | 793.3
Sequential cell | 320 | 9219
Tap cell | 390 | 488.0
Clock buffer | 41 | 919.6
Clock inverter | 15 | 157.7
Multi-Input combinational cell | 239 | 2674
Inverter | 2 | 7.507
Fill cell | 2424 | 15380
-- critical path: cells and delay by family --
kind	cells	cell delay, ps
AOI/OAI and AO/OA	1	300
and+or+nand+nor	1	70
buffers and inverters	3	1120
adders and majority gates	1	260
xor gates and xnor gates	3	540
-- report_power, final --
part,switching (mW),total [mW],internal [mW]
clock,0.630,1.59,0.956
combinational,0.612,1.36,0.748
sequential,0.221,2.48,2.25
total,1.46,5.42,3.96
-- logic make-up after synthesis --
family	count (synthesis)	share of synthesized area, %
AOI/OAI and AO/OA	38	1.734
xor gates and xnor gates	20	1.693
adders and majority gates	4	0.4154
buffers and inverters	30	1.848
DFF	320	76.44
muxes	96	14.65
and+or+nand+nor	81	3.219
-- layout by cell type (no fill, tap or decap), types with 2 or more instances in the layout --
master and n:
clkinv_2 4, mux2i_1 32, mux4_2 63, nand2_1 38, nor2_4 6, nor3_2 2
nand3_1 4, clkinv_1 4, nor2_1 2, clkinvlp_4 2, clkbuf_1 5, dfrtp_1 44
bufinv_16 3, a21oi_1 2, edfxtp_1 256, xnor2_1 11, ha_1 4, o21ai_1 32
inv_1 2, dfrtp_4 2, nand2b_1 3, clkdlybuf4s50_1 69, dfxtp_1 16, nor2b_1 3
clkbuf_16 36, buf_4 13, xor2_1 7, and2_1 16
Power figures rest on the tool's default switching activity, not on a simulated workload.
